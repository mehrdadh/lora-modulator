`./constraint.sdc`:
```
current_design phaseInc

set clk_period 31.1
set clk_io_pct 0.2

create_clock -name clk0 -period $clk_period

set non_clock_inputs [all_inputs -no_clocks]
set_input_delay [expr $clk_period * $clk_io_pct] -clock clk0 $non_clock_inputs
set_output_delay [expr $clk_period * $clk_io_pct] -clock clk0 [all_outputs]
```
`./config.mk`:
```
export PLATFORM = sky130hd
export DESIGN_NAME = phaseInc
export DESIGN_NICKNAME = phaseInc
export VERILOG_FILES = /design/flow/design.v
export SDC_FILE = /design/flow/constraint.sdc
export NUM_CORES = 4
export LEC_CHECK = 1
export CORE_UTILIZATION = 50
```
`./run.sh`:
```
#!/bin/bash
# OpenROAD 26Q1-2900-gdf79404cd8, Yosys 0.63+post, stock flow scripts
make -C /OpenROAD-flow-scripts/flow DESIGN_CONFIG=/design/flow/config.mk WORK_HOME=/design/flow/orfs finish
```
`./design.v`:
```
module phaseInc(
input signed 		[34-1:0]        phaseIn,
input 				[2-1:0] 	chirpType, 
input 				[34-1:0] 		BW_SR,
input 				[34-1:0] 		phaseInc_val,
output reg signed	[34-1:0] 	    phaseOut
);
reg 	[34-1:0] BW_SR_2x;
always @(*) begin
    BW_SR_2x = $signed(BW_SR << 1);
    if (chirpType == 2'd0) begin
        phaseOut = $signed(phaseIn + phaseInc_val);
    end else begin
        phaseOut = $signed(phaseIn - phaseInc_val);
    end
    if ($signed(phaseOut) > $signed(BW_SR)) begin
        phaseOut = $signed(phaseOut - BW_SR_2x);
    end else if ($signed(phaseOut) < $signed(-1*BW_SR)) begin
        phaseOut = $signed(phaseOut + BW_SR_2x);
    end
end
endmodule
```
==> results.json <==
{
  "synth_cells": 1217,
  "grt_pass1_vias": 8301,
  "cts.repair.resized": 0,
  "first_pass_iters": 7,
  "simple_gate_share_pct": 23.4,
  "grt_pass1_wl_um": 42000,
  "hp-class": "in -> out",
  "holdBufCountCts": 0,
  "crit_arrival_ps": 15280,
  "netlist_area_um2": 8350,
  "rsz0062_at_grt": "false",
  "antenna_cells": 0,
  "antenna_found_initial": 0,
  "final_cell_mix": "ha_1 (164), clkdlybuf4s50_1 (138), a21oi_1 (118)",
  "status": "finished, final reports clean",
  "utilization_pct": 61.5,
  "combGateArea_um2": 7850,
  "nClkBuffers": 0,
  "instances_no_fill": 1541,
  "post_cts_buffers": 0,
  "tns_ps": 0,
  "cp_slowest_stage_delay_ps": 1050,
  "fp_util_pct": 51.8,
  "p_leak_nw": 4.36,
  "vias": 9201,
  "grt_use_total_pct": 29.9,
  "yosysWarningCount": 1,
  "fp.dieH_um": 131,
  "synth-area-yosys_um2": 8350,
  "areaGrowthSynthToFinish_pct": 18.7,
  "hold_viol": 0,
  "fin_crit_sh_pct": 69.1,
  "die_w_um": 131,
  "aoi_share_pct": 32.8,
  "xor_share_pct": 11.4,
  "avgSynthCellArea_um2": 6.86,
  "slew_headroom_pct": 9.46,
  "drive_gt1_share_pct": 2.94,
  "max_freq_mhz": 46.5,
  "synth-cells-yosys": 1217,
  "finalWirelength_um": 25700,
  "boundaryPins": 138,
  "port_buffers": 138,
  "ant_nets": 0,
  "overflow": 0,
  "crit_slowest_cell": "a2111oi_0",
  "min_period_ps": 21500,
  "peakVddDrop_mv": 0.0379,
  "place_hpwl_um": 21800,
  "ff_count": 0,
  "max_cap_violations": 0,
  "path_class": "in -> out",
  "wl_per_cell_um": 16.7,
  "crit_path_end_kind": "output pin",
  "detail_route.iter0.violations": 729,
  "globalplace.congestion": 0.966,
  "final_common_cell": "ha_1",
  "fill_cells": 1546,
  "route.detailed.drc": 0,
  "grt_max_degree": 49,
  "slew_violations": 0,
  "logic_family": "AND-OR/OR-AND gates",
  "fa_ha_area_share_pct": 25.3,
  "powerDensity_nw_per_um2": 62.4,
  "coreArea_um2": 16100,
  "row_count": 46,
  "vias_per_cell": 5.97,
  "muxShareOfSynthArea_pct": 1.00,
  "required_ps": 24880,
  "tool_warnings": 62,
  "die_area_um2": 17200,
  "synth_seq_share_pct": 0,
  "dp_cells": 1541,
  "yosysUniqueCellTypes": 69,
  "cp-start-kind": "input port",
  "setup_viol": 0,
  "crit_fanout": 29,
  "seqCellArea_um2": 0,
  "worstMarginPinSlew_ps": 1320
}
[layout make-up]
class	instances	area share (%)
inverter	89	3.37
multi-input combinational	1089	79.3
tap	216	2.73
timing repair buffer	147	14.6
[logic make-up (layout without fill, tap and decap cells)]
family,after synthesis,after routing
adders and majority gates,167,167
AOI/OAI and AO/OA,412,412
muxes,8,8
xor gates and xnor gates,108,108
and+or+nand+nor,394,394
buffers and inverters,128,236
[per-layer routing]
metal / track usage (%) / part of all wire, % / vias to the layer above
li1: - / - / 4746
met1: 47.2 / 53 / 4134
met2: 44.4 / 40 / 305
met3: 3.23 / 6.2 / 16
met4: 3.01 / 0.98 / 0
met5: 0 / 0 / -
[synth_stat cells (all sizes together), types with 7 or more instances]
master	n	area, um^2
or2	12	75.1
o31ai	14	105
o21ai	74	370
nand4	16	100
o311a	8	80.1
nor3	44	220
xnor2	85	752
and2	8	50.1
a221oi	14	123
nand3	22	110
clkbuf	32	120
and3	10	62.6
a211oi	25	188
buf	7	50.1
o221ai	9	78.8
ha	164	2050
o21bai	23	173
xor2	23	201
nor2b	10	62.6
a21o	44	330
inv	89	334
nand2b	20	133
nor2	116	438
a31oi	11	68.8
or3	18	113
a21oi	119	596
nand2	83	312
or4	10	82.6
nor4	14	87.6
[worst max-delay path: cells and delay by family]
family                     cells  cell delay (ps)
AOI/OAI and AO/OA             10             3820
xor gates and xnor gates       2              350
and+or+nand+nor                9             2920
adders and majority gates      2              610
buffers and inverters          3             1320
[through the flow]
step / worst slack, ps / cell area [um^2] / hold slack, ps / power, mW
2_1_floorplan: 12190 / 8350 / 12530 / 0.393
3_3_place_gp: 9860 / 9910 / 13520 / 0.605
3_5_place_dp: 9820 / 9910 / 13530 / 0.604
4_1_cts: 9820 / 9910 / 13530 / 0.607
5_1_grt: 9230 / 9910 / 13570 / 0.679
6_report: 9600 / 9910 / 13520 / 0.618
[final timing paths]
check | to | depth (start not counted) | startpoint
hold / removal | phaseOut[0] | 3 | phaseIn[0]
setup / recovery | phaseOut[17] | 26 | phaseInc_val[6]
[power breakdown]
group / switching [mW] / leakage, nW / total (mW) / internal [mW]
logic: 0.336 / 4.36 / 0.618 / 0.282
registers: 0 / 0 / 0 / 0
clock network: 0 / 0 / 0 / 0
Power figures rest on the tool's default switching activity, not on a simulated workload.
