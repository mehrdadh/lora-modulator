==> flow/design.v <==
module initialPhase(
input                                       clk,
input               [2-1:0]  chirp_type,
input               [12-1:0]	symbol,
input		        [8-1:0]			BW_shift_scale,
input		        [12-1:0] offset,
input 		        [12-1:0] chirp_size,
input		        [8-1:0]			SF,
input 		        [34-1:0] 		BW_SR,
(* syn_preserve = "TRUE" *) output reg signed   [34-1:0] 		phaseOut
);
reg [12-1:0] phaseStart;
reg signed [34-1:0] phaseOut0;
always @(*) begin
    phaseStart = $signed(symbol);
    phaseOut0 = 34'd262144 >> (SF-1-BW_shift_scale);
    phaseOut0 = $signed(phaseOut0 * phaseStart);
    if (chirp_type == 2'd0)
        phaseOut0 = $signed(phaseOut0 - BW_SR);
    else
        phaseOut0 = $signed(phaseOut0 + BW_SR);
end
always @(posedge clk) begin
    phaseOut <= phaseOut0;
end
endmodule
==> flow/run.sh <==
#!/bin/bash
# OpenROAD 26Q1-2900-gdf79404cd8, Yosys 0.63+post, stock flow scripts
make -C /OpenROAD-flow-scripts/flow DESIGN_CONFIG=/design/flow/config.mk WORK_HOME=/design/flow/orfs finish
==> flow/config.mk <==
export PLATFORM = sky130hd
export DESIGN_NAME = initialPhase
export DESIGN_NICKNAME = initialPhase
export VERILOG_FILES = /design/flow/design.v
export SDC_FILE = /design/flow/constraint.sdc
export NUM_CORES = 4
export LEC_CHECK = 1
export CORE_UTILIZATION = 50
==> flow/constraint.sdc <==
current_design initialPhase

set clk_period 23.3
set clk_io_pct 0.2

create_clock -name clk0 -period $clk_period [get_ports {clk}]

set non_clock_inputs [all_inputs -no_clocks]
set_input_delay [expr $clk_period * $clk_io_pct] -clock clk0 $non_clock_inputs
set_output_delay [expr $clk_period * $clk_io_pct] -clock clk0 [all_outputs]
==> GITHUB_STEP_SUMMARY <==
## PnR job results

| Metric | Value |
|---|---|
| Num CTS Buffers | `5` |
| Post-DRT Antenna Nets | `0` |
| Hold Slack | `~5.2 ns` |
| Initial drt markers | `approximately 490` |
| Largest register FFs | `34` |
| Maximum vdd drop | `about 32 µV` |
| Synth top cell by count | `inv_1` |
| Vias in the first global route | `about 9800` |
| First-pass GRT wire length | `roughly 47000 µm` |
| Clock Pin Slew Worst Setup and Hold Paths | `0.06 ns` |
| Setup repair after global routing missed its margin | `false` |
| Mean post-synth cell area | `8.27 µm²` |
| Max Clk Rate | `just under 0.06 GHz` |
| Synth Warn # | `1` |
| Final setup fails | `0` |
| I/O pin count | `123` |
| Synth area leader | `fa_1` |
| GR Util All Layers | `25.8%` |
| Crit end category | `flip-flop` |
| Crit Path Max Fanout | `66` |
| Die Size | `23300 µm²` |
| Hold Buf Count CTS | `0` |
| Area share, top type | `30.5%` |
| Cell area leaders | `fa_1 31%, ha_1 14%, inv_1 8.2%, nand3_1 7.7%, dfxtp_1 6.0%` |
| Slowest-stage cell, CP | `o41ai_1` |
| Status | `finished, final reports clean` |
| Die width | `153 µm` |
| Yosys Chip Area | `11400 µm²` |
| Syn Inst Count | `1372` |
| CTS HTree Levels | `2` |
| OpenROAD warnings | `53` |
| Max Cap Violations | `0` |
| Largest registers | `phaseOut x34` |
| Hold WC Path Type | `in -> reg` |
| Worst slack, placed | `6.00 ns` |
| Top cell family by delay on the critical path | `AND-OR/OR-AND gates` |
| Diodes inserted | `0` |
| Worst slew margin | `41.6%` |
| Buffer and inverter count on the worst path | `8` |
| Top cells by count | `248 x inv_1, 174 x nand3_1, 173 x fa_1` |
| GPL Wtd Cong | `0.869` |
| Crit path time final | `approximately 17 ns` |
| PnR worst setup slack | `about 6.3 ns` |
| Most flops, register | `phaseOut` |
| Detailed placer's ending HPWL | `between 20000 and 25000 µm` |
| Main flop type | `dfxtp_1` |
| Area of the core | `22000 µm²` |
| Cell Type Count | `68` |
| Post-synthesis sequential area ratio | `roughly 6%` |
| Worst slew pin tran | `just under 0.9 ns` |
| Post-synth regs | `34` |
| Num Clock Sinks | `34` |
| Area of the mapped netlist | `11400 µm²` |
| TritonRoute pass-1 iters | `20` |
| Average wire per standard cell | `~16 µm` |
| Avg Vias per Cell | `roughly 5.6` |
| # DRC | `0` |
| Post-cts sizing count | `0` |
| CTS root buffer | `clkbuf_16` |
| Worst EP arrival | `17.13 ns` |
| Power Density | `19.7 nW/µm²` |
| Setup TNS | `0 ns` |
| Clk buf depth | `2` |
| # Cells Yosys | `approximately 1400` |
| Post-synth EDFFs | `0` |
| Die height | `153 µm` |
| Max stage delay on crit path | `0.68 ns` |
| # Post-CTS Setup Buffers | `0` |
| Grt ovf | `0` |
| Final design utilization | `between 50% and 60%` |
| Area growth from synthesis to layout | `12.7%` |
| CP startpoint kind | `input port` |
| Vias | `9604` |
| Layout filler cell count | `2080` |
| Critical path type | `in -> reg` |
| Crit path required time | `approximately 23 ns` |
| Final Hold Viols | `0` |
| Final max-slew violation count | `0` |
| Leakage power | `6.55 nW` |
| Fp_density | `51.5%` |
| TritonCTS clock tree | `yes` |
| Initial antenna violation count | `0` |
| Largest net degree at the start of global routing | `approximately 96` |
| Ys async rst share | `0%` |
| Layout cells sized above 1 | `3.78%` |
| Input/output buffers | `98` |
| Row count | `around 54` |
| CP most frequent cell | `fa_1` |
| WL final | `26500 µm` |
| Fin crit share | `~73%` |
[kinds of logic (layout without fill, tap and decap cells)]
logic type / Yosys count / after routing / synth area share (%)
AND-OR/OR-AND: 202 / 202 / 11.7
flip-flops: 34 / 34 / 6.00
XOR/XNOR: 89 / 89 / 6.87
multiplexers: 1 / 1 / 0.0882
AND/OR/NAND/NOR: 426 / 426 / 20.3
adder cells (fa/ha/maj): 299 / 299 / 44.4
buffers and inverters: 321 / 379 / 10.7
[cell usage in the layout (no fill, tap or decap), types with 4 or more instances in the layout]
cell / instances
a211o_1: 4
a211oi_1: 6
a21boi_1: 4
a21o_1: 22
a21oi_1: 62
and3_1: 69
buf_4: 23
clkbuf_16: 5
clkdlybuf4s50_1: 98
dfxtp_1: 34
fa_1: 173
ha_1: 126
inv_1: 248
nand2_1: 31
nand2b_1: 15
nand3_1: 174
nand4_1: 9
nor2_1: 56
nor2b_1: 13
nor3_1: 14
nor4_1: 6
o21a_1: 8
o21ai_0: 24
o21ai_1: 14
o21bai_1: 7
o31a_1: 4
o31ai_1: 9
o41ai_1: 6
or2_2: 5
or3_1: 4
xnor2_1: 53
xor2_1: 36
[layer usage]
metal | track usage [%] | up-vias | share of wire [%]
met5 | 0 | - | 0
met4 | 3.08 | 0 | 0.72
met3 | 5.85 | 22 | 5.4
met2 | 44.1 | 226 | 50
met1 | 35.6 | 4675 | 43
li1 | - | 4681 | -
[worst paths after layout]
path / from / to / slack, ns / depth (start not counted)
setup / recovery: SF[0] / phaseOut[32] / 6.33 / 48
hold / removal: BW_SR[0] / phaseOut[0] / 5.20 / 3
[power breakdown]
part / total (W) / internal, W / switching (W)
Combinational: 0.000117 / 0.0000496 / 0.0000673
Clock: 0.0000687 / 0.0000423 / 0.0000264
Sequential: 0.0000668 / 0.0000652 / 0.00000159
[cell type report]
| class | count | area [µm²] | share of cell area, % |
|---|---|---|---|
| Inverter | 250 | 938 | 7.34 |
| Timing Repair Buffer | 121 | 1150 | 9.02 |
| Tap cell | 280 | 350 | 2.74 |
| Clock inverter | 2 | 12.5 | 0.0978 |
| Clock buffer | 6 | 139 | 1.09 |
| Sequential cell | 34 | 681 | 5.32 |
| Multi-Input combinational cell | 1017 | 9520 | 74.4 |
[worst min-delay path, cell delays in order]
cell             delay, ns
clkdlybuf4s50_1       0.58
ha_1                  0.17
inv_1                 0.03
[per-stage QoR]
step,instance area (µm²),power (W),instances
2_1_floorplan,11400,0.000129,1372
3_3_place_gp,12600,0.000184,1702
3_5_place_dp,12600,0.000184,1702
4_1_cts,12800,0.000254,1710
5_1_grt,12800,0.000271,1710
6_report,12800,0.000252,1710
Power and IR drop assume default switching activity.
