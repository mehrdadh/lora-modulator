**flow/design.v**
```verilog
module constant(
input		                            clk,
input           [2-1:0]  chirp_type,
input			[3-1:0]	SF_select,
input		    [8-1:0]           BW_shift_scale,
(* syn_preserve = "TRUE" *) output reg	    [34-1:0] 		BW_SR,
(* syn_preserve = "TRUE" *) output reg	    [34-1:0] 		phaseInc_val,
(* syn_preserve = "TRUE" *) output reg	    [34-1:0] 		symbol_size
);
reg [8-1:0]	SF;
reg	[34-1:0] 	phaseInc_val0;
reg	[34-1:0] 	symbol_size0;
always @(*) begin
    case (SF_select)
        3'd0: begin
            SF	=	8'd12;
        end
        3'd1: begin
            SF	=	8'd11;
        end
        3'd2: begin
            SF	=	8'd10;
        end
        3'd3: begin
            SF	=	8'd9;
        end
        3'd4: begin
            SF	=	8'd8;
        end
        3'd5: begin
            SF	=	8'd7;
        end
        3'd6: begin
            SF	=	8'd6;
        end
        default: begin
            SF	=	8'd12;
        end
    endcase
end
always @(*) begin
    phaseInc_val0	= (34'd2048 << (2*BW_shift_scale + 1));
    phaseInc_val0	= (phaseInc_val0 >> SF);
end
always @(*) begin
    symbol_size0	= (1 << (4'd7 - BW_shift_scale));
    symbol_size0	= (symbol_size0 << SF);
    if (chirp_type == 2'd2)
        symbol_size0 = symbol_size0 >> 2;
end
always @(posedge clk) begin
    BW_SR           <= (34'd262144 << BW_shift_scale);
    phaseInc_val    <= phaseInc_val0;
    symbol_size     <= symbol_size0;
end		
endmodule
```
**flow/run.sh**
```bash
#!/bin/bash
# OpenROAD 26Q1-2900-gdf79404cd8, Yosys 0.63+post, stock flow scripts
make -C /OpenROAD-flow-scripts/flow DESIGN_CONFIG=/design/flow/config.mk WORK_HOME=/design/flow/orfs finish
```
**flow/config.mk**
```make
export PLATFORM = sky130hd
export DESIGN_NAME = constant
export DESIGN_NICKNAME = constant
export VERILOG_FILES = /design/flow/design.v
export SDC_FILE = /design/flow/constraint.sdc
export NUM_CORES = 4
export LEC_CHECK = 1
export CORE_UTILIZATION = 40
```
**flow/constraint.sdc**
```tcl
current_design constant

set clk_period 6.5
set clk_io_pct 0.2

create_clock -name clk0 -period $clk_period [get_ports {clk}]

set non_clock_inputs [all_inputs -no_clocks]
set_input_delay [expr $clk_period * $clk_io_pct] -clock clk0 $non_clock_inputs
set_output_delay [expr $clk_period * $clk_io_pct] -clock clk0 [all_outputs]
```
==> summary.txt <==
run results: LEAKAGE=between 2 and 2.5 nW, Synthesized registers=83, Final min period=around 4600 ps, Syn Std Cell Area=4730 um^2, Power per Cell Area=206 nW/um^2, WP data arrival=4860 ps, CTS sink count=83, final setup vio count=0, worst hold stages=4, Max Used Layer=met4, fin cells=approximately 870, Yosys Warn Count=1, GP Congestion=between 0.9 and 1, clock root cell=clkbuf_16, DP HPWL=approximately 13 mm, largest net degree at the start of global routing=35, final wirelength=17.5 mm, RSZ-0062 raised after global routing=no, Post-Place Cells=849, core area=11500 um^2, die width=approximately 110 um, Remaining Overflow, GRT=0, Slew Limit Headroom=41.0%, initial core utilization=41.2%, TritonCTS Buffers=9, Netlist cell types=~70, DRC=0, first-pass GRT wire length=~28 mm, dpl cell area=between 5000 and 6000 um^2, met2 wire len=approximately 8.1 mm, Iter 0 DRT Violations=379, Port Buffer Count=96, Vias=5034, CTS HTree Levels=3, vias in the first global route=4773, Worst Max-Slew Pin Slew=approximately 900 ps, dominant register cell=dfxtp_1, Worst-path clk slew=60 ps, Hold WS=approximately 1800 ps, Synth Seq Share=35.1%, WS Path Type=input port to flop, CP Max Fanout=12, WL met1=between 7 and 8 mm, VDD IR max=0.200 mV, Final Cell Area=6020 um^2, layout cells sized above 1=6.65%, Via-to-Cell Ratio=~5.8, async set-reset flop share out of synthesis=0%, max-slew violations=0, chip height=between 100 and 150 um, CTS tree=yes, number of nets with antenna violations after routing=0, DR pass1 iterations=5, Final Hold Viols=0, top cells by count=nor2_1, dfxtp_1, nand2_1, a21oi_1, o21ai_0, initial antenna violation count=0, most area-hungry cell type in the Yosys netlist=dfxtp_1, most common cell in the synthesized netlist=nor2_1, hold buffer count at cts=0, Antenna diodes=0, num rows=39, setup_tns=0 ps, final worst-path cycle share=70.4%, Top-area cell share=a little over a third, postcts setup bufs=0, Worst setup SP type=input port, worst hold-check path type=input port to flop, Synth-to-Final Area Change=27.4%, die area=12300 um^2, f_max=~0.22 GHz, Largest cells by area=dfxtp_1, nor2_1, a21oi_1, OpenROAD warning count=26, clock tree buffer depth=2, met3 WL post-DR=1.37 mm, WP data required=~6800 ps, Resized cells post-CTS=0, max cap viols=0, Yosys chip area=roughly 4700 um^2, boundary pin count=approximately 120, Avg WL per Cell=between 20 and 25 um, Mean Syn Cell Area=7.47 um^2, ys cells=633, cell count after synthesis=~630, status=finished clean, number of enable flip-flop cells=0, Worst setup EP type=flop, Global Route Usage Sum=29.8%
where the power goes:
| part | switching [mW] | internal (mW) |
|---|---|---|
| logic | 0.152 | 0.0810 |
| registers | 0.00349 | 0.522 |
| clock network | 0.217 | 0.264 |
| total | 0.373 | 0.867 |
worst paths after layout:
kind	slack, ps	startpoint	to
min	1780	BW_shift_scale[5]	BW_SR[22]
max	1920	BW_shift_scale[3]	symbol_size[11]
sequential cells by signal (all words and copies together) (netlist names):
register      flops
phaseInc_val     33
BW_SR            16
symbol_size      34
kinds of logic after synthesis:
group / count (synthesis) / synth area share (%)
compound gates: 165 / 21.9
xor+xnor: 14 / 3.15
fa+ha+maj: 2 / 0.529
buf+inv: 74 / 8.04
flops: 83 / 35.1
mux: 14 / 3.02
other cells: 1 / 0.0793
simple gates: 280 / 28.2
layout make-up:
class,instances,area (um^2)
Fill cell,1071,5440
Multi-Input combinational cell,504,2790
Sequential cell,83,1660
Timing Repair Buffer,112,1080
Clock buffer,9,225
Tap cell,143,179
Clock inverter,7,58.8
Inverter,7,26.3
per-stage QoR:
step / power (mW) / utilization, % / setup slack (ps)
global placement: 0.767 / 50.1 / 1590
detailed placement: 0.764 / 50.1 / 1600
global route: 1.30 / 52.5 / 1690
finish: 1.24 / 52.5 / 1920
CTS: 1.25 / 52.5 / 1980
floorplan: 0.678 / - / 2790
critical path, cell delays in order:
cell and delay, ps:
clkdlybuf4s50_1 640, clkinv_1 270, ha_1 230, or3b_1 520
xnor2_4 410, nand3_2 210, o32ai_2 360, and2_1 200
nor2_1 40, or4_1 540, o21ai_1 140
layout by cell type (no fill, tap or decap), types with 3 or more instances in the layout:
cell             netlist  final
o21ai_0               40     40
and3_1                 7      7
mux2i_1               12     12
xnor2_1               11     11
clkinvlp_4             0      4
clkdlybuf4s50_1        0     96
clkbuf_16              0      9
or3_1                  5      5
o211ai_1               6      6
nand2b_1              12     12
o31ai_1                6      6
a21oi_1               50     50
and2_1                 4      4
nor3_1                32     32
nor4_1                 6      6
clkinv_1               5      5
o22ai_1                9      9
a22o_1                 3      3
o21ai_1                3      3
conb_1                 1     29
buf_4                 19     16
a211oi_1               5      5
nor2b_1                7      7
or4_1                  3      3
nand4_1                7      7
nor2_1                90     90
nand3_1               29     29
nand2_1               63     63
dfxtp_1               83     83
a31oi_1               12     12
a22oi_1                4      4
metal layers:
metal | global-route usage [%] | up-vias
met5 | 0 | -
met1 | 40.7 | 2296
li1 | - | 2391
met4 | 12.9 | 0
met2 | 47.0 | 278
met3 | 5.52 | 69
Power and IR drop assume default switching activity.
